**flow/run.sh**
```bash
#!/bin/bash
# OpenROAD 26Q1-2900-gdf79404cd8, Yosys 0.63+post, stock flow scripts
make -C /OpenROAD-flow-scripts/flow DESIGN_CONFIG=/design/flow/config.mk WORK_HOME=/design/flow/orfs finish
```
**flow/config.mk**
```make
export PLATFORM = sky130hd
export DESIGN_NAME = AdderSubtractor4Bit
export DESIGN_NICKNAME = AdderSubtractor4Bit
export VERILOG_FILES = /design/flow/design.v
export SDC_FILE = /design/flow/constraint.sdc
export NUM_CORES = 4
export LEC_CHECK = 1
export CORE_AREA = 10 10 70 70
export DIE_AREA = 0 0 80 80
```
**flow/constraint.sdc**
```tcl
current_design AdderSubtractor4Bit

set clk_period 2.9
set clk_io_pct 0.2

create_clock -name clk0 -period $clk_period

set non_clock_inputs [all_inputs -no_clocks]
set_input_delay [expr $clk_period * $clk_io_pct] -clock clk0 $non_clock_inputs
set_output_delay [expr $clk_period * $clk_io_pct] -clock clk0 [all_outputs]
```
**flow/design.v**
```verilog
`timescale 1ns / 1ps
module AdderSubtractor4Bit(
    input [3:0] A,     
    input [3:0] B,     
    input mode,        
    output [3:0] Sum,  
    output CarryOut    
);
    wire [3:0] B_xor;   
    wire CarryIn;       
    wire [3:0] Carry;   
    assign B_xor = B ^ {4{mode}};
    assign {CarryOut, Sum} = A + B_xor + mode;
endmodule
```
==> flow_metrics.env <==
# source this file to load flow results
export IMPL_status="completed"
export IMPL_switchingPower_mw=0.0358
export IMPL_end_kind="output port"
export IMPL_design_area_sq_um=475
export IMPL_finalSetupViolations=0
export IMPL_synth_area_sq_um=180
export IMPL_peakVddDrop_mv=0.0787
export IMPL_min_period_over_period=0.946
export IMPL_dr_pass1_iters=3
export IMPL_synthTopCellsByArea="xor2_1, ha_1, fa_1, mux2_4, nand4_1"
export IMPL_die_x_microns=80
export IMPL_grtUsageTotal=0.0236
export IMPL_final_max_slew_viol_count=0
export IMPL_antenna_left=0
export IMPL_syn_avg_cell_area_sq_um=9.01
export IMPL_utilization=0.139
export IMPL_hp_class="primary input to output port"
export IMPL_overflow=0
export IMPL_p_leak_nw=0.226
export IMPL_dpl_cell_area_sq_um=453
export IMPL_max_freq_ghz=0.364
export IMPL_vias=252
export IMPL_fp_utilization=0.0527
export IMPL_comb_area_sq_um=190
export IMPL_core_area_sq_um=3420
export IMPL_pwr_share_comb=1.000
export IMPL_yosysWarnings=0
export IMPL_cp_required_ns=2.32
export IMPL_drcViolationCount=0
export IMPL_port_buffers=14
export IMPL_synthToLayoutAreaGrowth_pct=164
export IMPL_gp_congestion=0.766
export IMPL_yosys_area_sq_um=180
export IMPL_dp_hpwl_microns=628
export IMPL_clkbuf_count=0
export IMPL_ys_cells=20
export IMPL_slew_headroom=0.843
export IMPL_grt_setup_unrepaired="no"
export IMPL_antenna_diode_count=0
export IMPL_tool_warnings=32
export IMPL_grt_pass1_vias=275
export IMPL_synth_cells=20
export IMPL_finalHoldViolCount=0
export IMPL_drive_gt1_frac=0.391
export IMPL_pwr_share_clk=0
export IMPL_ys_types=12
export IMPL_hold_buffers=0
export IMPL_p_sw_frac=0.356
export IMPL_crit_start="mode"
export IMPL_start_kind="primary input"
export IMPL_tightestPinTransition_ns=0.232
export IMPL_cp_max_fo=3
export IMPL_grt_max_degree=6
export IMPL_internal_power_mw=0.0649
export IMPL_drt_wl_total_microns=710
export IMPL_drv_cap=0
export IMPL_ys_seq_share=0
export IMPL_drt_iter0_markers=2
export IMPL_synth_top_area_share=0.243
export IMPL_ff_latch_area_sq_um=0
export IMPL_ff_count=0
export IMPL_top_area_cell="xor2_1"
export IMPL_die_h_microns=80
export IMPL_period_needed_ns=2.74
export IMPL_critPathKind="primary input to output port"
export IMPL_antenna_found_initial=0
export IMPL_die_area_sq_um=6400
export IMPL_crit_arrival_ns=2.16
export IMPL_pin_count=14
export IMPL_core_rowCount=21
export IMPL_p_seq_frac=0
export IMPL_vias_per_cell=2.74
export IMPL_post_drt_wl_per_cell_microns=7.72
export IMPL_fillers=400
export IMPL_grt_pass1_wl_mm=1.28
export IMPL_hold_start="A[0]"
export IMPL_power_density_nw_per_um2=212
power by group through the flow:
stage	Clock [mW]	Sequential (mW)	Combinational (mW)
after CTS	0	0	0.102
after global routing	0	0	0.114
final	0	0	0.101
placed cells by master (no fill, tap or decap), drive strengths merged:
| cell | n |
|---|---|
| a21oi | 2 |
| a31oi | 1 |
| buf | 13 |
| clkbuf | 1 |
| clkdlybuf4s50 | 6 |
| dlygate4sd2 | 3 |
| dlymetal6s2s | 3 |
| fa | 1 |
| ha | 3 |
| inv | 1 |
| mux2 | 1 |
| nand4 | 2 |
| nor3b | 1 |
| nor4b | 1 |
| o21bai | 1 |
| or4 | 1 |
| xor2 | 5 |
critical path, cell delays in order:
cell             delay (ns)
clkbuf_2               0.11
buf_4                  0.14
xor2_2                 0.18
buf_4                  0.14
fa_2                   0.54
clkdlybuf4s50_1        0.47
cell families (layout without fill, tap and decap cells):
kind of cell | after synthesis | count (layout) | synth area share
AOI/OAI and AO/OA | 4 | 4 | 0.132
adders and majority gates | 4 | 4 | 0.319
buffers and inverters | 1 | 27 | 0.0208
and+or+nand+nor | 5 | 5 | 0.201
muxes | 1 | 1 | 0.0833
xor gates and xnor gates | 5 | 5 | 0.243
routing by layer:
metal	track usage	share of wire	vias up
met1	0.0405	0.60	109
met3	0.0102	0.12	0
met2	0.0257	0.28	13
met4	0	0	0
met5	0	0	-
li1	-	-	130
Yosys cell counts:
library cell,number
xor2_1,5
a31oi_1,1
inv_1,1
ha_1,3
or4_1,1
nor4b_1,1
a21oi_1,2
o21bai_1,1
mux2_4,1
fa_1,1
nand4_1,2
nor3b_1,1
cell type report:
cell class / count / area share
multi-input cells: 19 / 0.400
repair buffers: 26 / 0.471
well taps: 46 / 0.121
inverters: 1 / 0.00789
final timing paths:
kind,endpoint,slack (ns),depth (start not counted)
worst max-delay path,Sum[1],0.16,6
worst min-delay path,Sum[3],1.73,5
through the flow:
step	setup WS, ns	instances	TNS [ns]	hold slack [ns]	total power, mW
after global routing	0.0992	92	0	1.81	0.114
after CTS	0.00206	91	0	1.89	0.102
after floorplan	0.673	20	0	1.19	0.0318
after detailed placement	-0.382	90	-1.15	2.21	0.103
after global placement	-0.350	90	-1.09	2.21	0.102
final	0.155	92	0	1.73	0.101
timing repair:
item                       CTS  global route
buffers inserted             1             1
resized                     10             5
hold endpoints to repair     0             0
setup endpoints to repair    4             3
pin swaps                    3             3
Power and IR drop assume default switching activity.
